==> design/flow/design.v <==
`timescale 1ns / 1ps
module up_counter(
    input clk_m,
    input clk_d,
    input rst,
    output [3:0] c_out
    );
    reg [25:0] scale;
    reg [3:0] c_cot_r;
    always @ (posedge clk_m or posedge rst)
    begin
    if (rst) begin
        scale=26'b0;
        end
     else
        scale=scale+1;
    end
    assign clk_d = scale[0];
    always @ (posedge clk_m or posedge rst)
    begin
    if (rst) begin
        c_cot_r=4'b1111;
        end
     else
        c_cot_r = c_cot_r - 1;
        end
     assign c_out = c_cot_r; 
endmodule
==> design/flow/run.sh <==
#!/bin/bash
# OpenROAD 26Q1-2900-gdf79404cd8, Yosys 0.63+post, stock flow scripts
make -C /OpenROAD-flow-scripts/flow DESIGN_CONFIG=/design/flow/config.mk WORK_HOME=/design/flow/orfs finish
==> design/flow/config.mk <==
export PLATFORM = sky130hd
export DESIGN_NAME = up_counter
export DESIGN_NICKNAME = up_counter
export VERILOG_FILES = /design/flow/design.v
export SDC_FILE = /design/flow/constraint.sdc
export NUM_CORES = 4
export LEC_CHECK = 1
export CORE_AREA = 10 10 70 70
export DIE_AREA = 0 0 80 80
==> design/flow/constraint.sdc <==
current_design up_counter

set clk_period 1.0
set clk_io_pct 0.2

create_clock -name clk0 -period $clk_period [get_ports {clk_m}]

set non_clock_inputs [all_inputs -no_clocks]
set_input_delay [expr $clk_period * $clk_io_pct] -clock clk0 $non_clock_inputs
set_output_delay [expr $clk_period * $clk_io_pct] -clock clk0 [all_outputs]
==> results.rst <==
Synthesis and place-and-route
=============================

.. list-table::
   :header-rows: 1

   * - Metric
     - Value
   * - Antenna violations before repair
     - 0
   * - Top cell area share
     - 65.63%
   * - Element type at the critical path start
     - flip-flop
   * - Kind of capture point of the worst setup path
     - output port
   * - Violations in the final reports
     - setup timing
   * - Chip area line of the yosys report
     - 160.2 µm²
   * - Layout overhead on the synthesized area
     - 103.9%
   * - Share of total power in combinational logic
     - 1.9%
   * - Routed vias/inst
     - 1.732
   * - Synth Cell Area
     - 160.2 µm²
   * - Internal portion of total power
     - 0.0003014 W
   * - Critical path's largest stage delay
     - 0.53 ns
   * - Count of state elements after synthesis
     - 4
   * - Antenna viol nets, final
     - 0
   * - Global-route wire length before repair
     - 676 µm
   * - Switching power total
     - 0.00007030 W
   * - Maximum capacitance violations
     - 0
   * - Number of levels in the clock H-tree
     - 1
   * - Clock-pin slew on the worst setup and hold paths
     - 0.04 ns
   * - Main area contributors
     - sky130_fd_sc_hd__dfstp_2 (66%), sky130_fd_sc_hd__xor2_1 (11%), sky130_fd_sc_hd__inv_1 (9.4%)
   * - Number of primary I/O pins
     - 7
   * - Max FFs per register
     - 4
   * - Peak ir drop on the vdd network
     - 0.0001628 V
   * - Count of yosys warnings during synthesis
     - 1
   * - Avg Inst Size Synth
     - 13.35 µm²
   * - Antenna diodes
     - 0
   * - Routed wire length
     - 404 µm
   * - Initial DRT Pass Iterations
     - 2
   * - Number of max-slew violations in the final report
     - 0
   * - Accumulated negative setup slack
     - -0.2544 ns
   * - Via count
     - 123
   * - Reg-to-reg setup timing slack
     - -0.04 ns
   * - Buffer depth of the longest clock path
     - 2
   * - Cycle use final
     - 105.9%
   * - Worst endpoint data arrival time
     - 0.86 ns
   * - Floorplan die width
     - 80 µm
   * - GRT Overall Usage
     - 1.554%
   * - Placer Congestion
     - 0.7288
   * - Worst slew pin tran
     - 0.1518 ns
   * - Total non-filler cell area in the finished layout
     - 326.6 µm²
   * - DRT iter0 DRCs
     - 2
   * - Chip footprint
     - 6400 µm²
   * - Share of power burned in the clock network
     - 54.1%
   * - Count of buffer and inverter cells on the critical path
     - 1
   * - CTS tree
     - built
   * - Cells along the critical path
     - buf_2
   * - CP required
     - 0.80 ns
   * - Fraction of power consumed by sequential logic
     - 44.0%
   * - Synth unique cells
     - 5
   * - Clock root buffer master
     - sky130_fd_sc_hd__clkbuf_4
   * - Headroom to the max-slew limit
     - 89.87%
   * - Post-DR wirelength/cell
     - 5.690 µm
   * - Count of buffers from port buffering
     - 5
   * - Clock tree skew after final layout
     - 0.002954 ns
   * - Final core area utilization
     - 9.560%
   * - Total clock buffers created by CTS
     - 3
   * - Core Density at Floorplan
     - 4.689%
   * - Die Ht
     - 80 µm
   * - Setup violators final
     - 6
   * - Upper clock frequency limit
     - 944.1 MHz
   * - Power density of the placed cells
     - 1138 nW/µm²
   * - Setup slack after layout
     - -0.05922 ns
   * - Crit path max-delay cell type
     - sky130_fd_sc_hd__dfstp_2
   * - Filler Cell Count
     - 395
   * - Post-synthesis sequential area ratio
     - 65.63%
   * - Cells after synthesis
     - 12
   * - Number of global-route vias before repair
     - 142
   * - Total number of warnings across the stage logs
     - 28
   * - Result of the run
     - complete, but fails checks
   * - Number of sinks driven by the clock tree
     - 4
   * - Path type of the worst min-delay path
     - input port to async pin
   * - Clock Latency Late Sink
     - 0.24 ns
   * - CP Max Fanout
     - 2
   * - Unrepaired setup endpoints after global routing
     - yes
   * - Count of placed standard cells in the final layout, fillers left out
     - 71
   * - Minimum clock period after layout
     - 1.059 ns
   * - Dpl cells
     - 67
   * - Number of cell instances after yosys synthesis
     - 12
   * - Leakage
     - 0.1356 nW
   * - CTS hold repair buffers
     - 0
   * - Remaining routing DRC violations
     - 0
   * - Area after DPL
     - 297.8 µm²
   * - Total number of placement rows
     - 21
   * - Overall overflow remaining after global route
     - 0
   * - Final hold violations
     - 0
   * - Placeable Area
     - 3416 µm²
   * - Worst path top cell family by delay
     - flip-flops
   * - Share of final-layout standard cells stronger than drive strength 1
     - 84.00%
   * - Sw frac
     - 18.92%
   * - Class of the most critical setup path
     - flip-flop to output port
   * - Cell accounting for the most synthesized area
     - sky130_fd_sc_hd__dfstp_2
   * - Largest net degree at the start of global routing
     - 5
repair_timing:
item,in CTS,in global routing
pin swaps,0,2
gates cloned,0,0
gates resized,15,4
buffers inserted,1,0
setup endpoints to repair,6,6
power groups by stage:
stage         registers [W]  clock network (W)    logic, W
CTS                0.000163           0.000210  0.00000723
global route       0.000163           0.000222  0.00000794
finish             0.000164           0.000201  0.00000701
metrics by stage:
step                      hold slack [ns]  setup slack [ns]  power (W)
final                              0.3486          -0.05922  0.0003717
after global routing               0.3772           -0.1063  0.0003931
after CTS                          0.3546          -0.06805  0.0003802
after detailed placement           0.5862           -0.1781  0.0001720
after global placement             0.5775           -0.1730  0.0001719
after floorplan                    0.1552           0.03917  0.0001676
cell usage in the layout, fill, tap and decap left out, drive strengths merged:
| master | n |
|---|---|
| clkdlybuf4s50 | 1 |
| ha | 1 |
| xor2 | 2 |
| buf | 9 |
| clkbuf | 3 |
| nor3 | 1 |
| dfstp | 4 |
| inv | 4 |
area by class of cell:
| class | count | area [µm²] | share of cell area [%] |
|---|---|---|---|
| Tap cell | 46 | 57.56 | 17.62 |
| Sequential cell | 4 | 105.1 | 32.18 |
| Clock buffer | 3 | 22.52 | 6.897 |
| Timing Repair Buffer | 10 | 71.32 | 21.84 |
| Inverter | 4 | 17.52 | 5.364 |
| Multi-Input combinational cell | 4 | 52.55 | 16.09 |
worst paths after layout:
path | start | to | cells past startpoint
setup reg to reg | c_cot_r[1] | c_cot_r[2] | 4
setup / recovery | c_cot_r[0] | c_out[0] | 1
min in group clk0 | c_cot_r[0] | c_cot_r[0] | 2
hold reg to reg | c_cot_r[0] | c_cot_r[0] | 2
hold / removal | rst | c_cot_r[3] | 2
max in group asynchronous | rst | c_cot_r[1] | 2
logic make-up (layout without fill, tap and decap cells):
| logic type | count (synthesis) | count (layout) | synth area share (%) |
|---|---|---|---|
| AND/OR/NAND/NOR | 1 | 1 | 6.250 |
| XOR/XNOR | 2 | 2 | 10.94 |
| flip-flops | 4 | 4 | 65.62 |
| adder cells (fa/ha/maj) | 1 | 1 | 7.811 |
| buffers and inverters | 4 | 17 | 9.372 |
metal layers:
| metal | track usage, % | share of wire (%) | vias up |
|---|---|---|---|
| li1 | - | - | 60 |
| met1 | 1.202 | 35 | 54 |
| met2 | 1.605 | 31 | 9 |
| met3 | 3.068 | 33 | 0 |
| met4 | 0.3521 | 0 | 0 |
| met5 | 0 | 0 | - |
cells in the mapped netlist:
cell	count
sky130_fd_sc_hd__ha_1	1
sky130_fd_sc_hd__dfstp_2	4
sky130_fd_sc_hd__inv_1	4
sky130_fd_sc_hd__xor2_1	2
sky130_fd_sc_hd__nor3_2	1
Power and IR drop assume default switching activity.
