===== design/flow/design.v =====
`timescale 1ns / 1ps
module RAM_code(
    input clk,
    input [7:0] data_in,
    input [2:0] add,
    input  wr,
    input rd,
    output [7:0] data_out
    ); 
    reg [7:0] ram [7:0];
    always @ (posedge clk)
    begin
        if(wr)
            ram[add] <= data_in;
    end
    assign data_out = rd ? ram[add]:8'bzzzzzzzz; 
endmodule

===== design/flow/run.sh =====
#!/bin/bash
# OpenROAD 26Q1-2900-gdf79404cd8, Yosys 0.63+post, stock flow scripts
make -C /OpenROAD-flow-scripts/flow DESIGN_CONFIG=/design/flow/config.mk WORK_HOME=/design/flow/orfs finish

===== design/flow/config.mk =====
export PLATFORM = sky130hd
export DESIGN_NAME = RAM_code
export DESIGN_NICKNAME = RAM_code
export VERILOG_FILES = /design/flow/design.v
export SDC_FILE = /design/flow/constraint.sdc
export NUM_CORES = 4
export LEC_CHECK = 1
export CORE_UTILIZATION = 30

===== design/flow/constraint.sdc =====
current_design RAM_code

set clk_period 1.8
set clk_io_pct 0.2

create_clock -name clk0 -period $clk_period [get_ports {clk}]

set non_clock_inputs [all_inputs -no_clocks]
set_input_delay [expr $clk_period * $clk_io_pct] -clock clk0 $non_clock_inputs
set_output_delay [expr $clk_period * $clk_io_pct] -clock clk0 [all_outputs]

==> impl.org <==
* Flow results

** Power
- Leakage power total :: 1.18 nW
- Portion of total power attributed to the clock network :: between 30% and 40%
- Net switching power :: 0.605 mW
- Total power after layout :: 3.08 mW
- The internal power of the cells totals ~2.5 mW.
- Share of power burned in registers :: between 50 and 60%
- Power per cell area :: 927 nW/um^2
- Combinational logic burns 9.1% of the power.
- Net switching is 19.7% of the power.
- VDD IR-drop max :: 0.290 mV

** Synthesis
- The number of different library cells used by synthesis comes to 27.
- The synthesized design contains between 60 and 70 enable-type register cells.
- In this run the biggest area consumer among cell types represents 75.2% of the synthesized area.
- Ranking of synthesized cells by area :: sky130_fd_sc_hd__edfxtp_1 75%, sky130_fd_sc_hd__mux4_2 7.1%, sky130_fd_sc_hd__mux4_1 4.1%
- Per the synth log, the flip-flop and latch total comes to 64.
- Warnings, synthesis :: 2
- Cell with the most instances after synthesis :: sky130_fd_sc_hd__edfxtp_1
- After synthesis, the share of flip-flops with an asynchronous set or reset is 0%.
- Cell count after synthesis :: 121
- YS chip area :: 2550 um^2
- In the synthesized netlist the dominant register cell turns out to be sky130_fd_sc_hd__edfxtp_1.
- Counting instances in the post-synthesis netlist gives the leading cell types as 64 x sky130_fd_sc_hd__edfxtp_1, 8 x sky130_fd_sc_hd__mux4_2, 7 x sky130_fd_sc_hd__nor2_1.
- Yosys stat counts 121 cells in the synthesized netlist.
- In this run the mean area of a mapped cell was 21.1 um^2.
- Sequential area share after synthesis :: 75.2%
- Post-synthesis instance area :: approximately 2600 um^2
- The cell type that accounts for the most area after synthesis is sky130_fd_sc_hd__edfxtp_1.

** Die
- In the floorplan report the effective utilization is 31.1%.
- Area of the core region :: roughly 8200 um^2
- Core Rows :: 33
- 22 I/O pins were placed.
- Measured along the y axis, the die boundary spans 94.3 um.
- Floorplan die width :: ~94 um
- Chip area :: 8890 um^2

** Drt
- Inserted Diodes :: 0
- In the post-route report, total wirelength is listed as 4910 um.
- Number of optimization iterations in the first detailed-route pass :: 4
- Per the post-route antenna check, the number of violating nets is 0.
- Average routed wire per standard cell :: approximately 17 um
- Post-detailed-route DRC marker count :: 0
- The routed design shows a via density per instance of roughly 4.7.
- DRT iter0 DRCs :: 93
- Summing over every cut layer, the via total after detailed routing is 1,344.

** Min path
- Counting instances, the worst hold path has a depth of 5.
- The startpoint identified for the worst hold timing path is add[0].
- Hold analysis lists the worst path endpoint as ram[0][5]$_DFFE_PP_.
- The most critical min-delay path falls under input port to flop.

** Clocking
- No sink is reached through more buffers than the 2 on the longest clock path.
- Clock H-tree levels :: 3
- Buffers inserted during clock tree synthesis total 9.
- TritonCTS built the clock tree.
- Num Clock Sinks :: between 60 and 70
- In this run the clock root is driven by a sky130_fd_sc_hd__clkbuf_8.
- For reference, the clock transition at the flip-flops on the worst setup and hold paths is 60 ps.

** Final timing
- The transition time recorded at the tightest slew-check pin is roughly 270 ps.
- Final hold violation count :: 0
- Worst slew slack as a fraction of its limit :: 82.1%
- PnR worst setup slack :: -138 ps
- F_max :: 0.516 GHz
- Unrepaired setup endpoints after global routing :: yes
- The end-of-flow timing check tallies setup violations at 6.
- Hold timing on the final database bottoms out at a slack of approximately 740 ps.
- Tcrit/Tclk final :: 108%
- Min Tclk post-route :: about 1900 ps
- In the final timing run, aggregate negative setup slack is -675 ps.
- Counting pins that exceed their max-slew limit in the final report gives 0.

** Run status
- Result of the run :: complete, but fails checks
- The checks that failed: negative setup slack.

** GRT
- The number of antenna violations at the first check in global routing came to 0.
- Global routing consumed, over all layers together, 13.0% of the routing resources.
- Largest net degree at the start of global routing :: 11
- Vias in the first global route :: 1,475
- Grt ovf :: 0
- First-pass GRT wire length :: 7760 um

** Cells and area
- The area growth from synthesis to layout is 30.1%.
- The finished cells cover 3320 um^2.
- Ranked by flip-flop count, first place goes to ram.
- The finished layout reports a core utilization of roughly two fifths.
- The registers reported with the highest flop counts are ram: 64 flops.
- The register with the most flip-flops in the layout has 64 of them.
- Leaving out filler cells and counting taps, the final layout contains around 290.
- In the final layout, the share of cells above drive strength 1 is 45.7%.

** Worst setup path
- Per STA, the highest per-stage delay on the worst path measures 510 ps.
- Category of the worst setup path launch point :: input port
- The kind of cell with the highest combined delay along the critical path is multiplexers.
- Critical path peak fanout :: 5
- The critical path's slowest stage uses the library cell sky130_fd_sc_hd__mux4_2.
- Data on the critical path is required at its endpoint by 1440 ps.
- Crit path arrival time :: 1580 ps
- Crit Path Category :: input port to output pin
- Critical Path Sink Type :: output pin
- Cell chain of the critical path :: buf_6 > buf_8 > buf_4 > mux4_2 > mux2_4 > buf_2
- Buffer and inverter count on the worst path :: 4

** Placement
- Place WS :: -898 ps
- Count of buffers inserted at the top-level ports :: 20
- The detailed placer reported the number of placed instances as 264.
- According to the dpl log, the detail-placed design has an HPWL of between 2000 and 3000 um.
- Gpl congestion :: around 0.82
- Area post-placement :: 3060 um^2

** Flow run
- The tool warning count for the run is 29.
- The number of maximum-capacitance violations recorded for the run is 0.
## layout make-up
class                      count  area (um^2)
fill                         696         4890
clock buffer                  10          128
tap                          105          131
sequential                    64         1920
clock inverter                 5         48.8
timing repair buffer          55          507
multi-input combinational     49          584
inverter                       1         3.75
## cells by family after synthesis
kind of cell | synth area share, %
AND-OR/OR-AND | 2.20
buffers and inverters | 2.25
flip-flops | 75.2
multiplexers | 16.8
AND/OR/NAND/NOR | 3.53
## worst max path at each step
stage | startpoint | to | slack [ps] | cells after the start
final | add[0] | data_out[2] | -140 | 6
after CTS | ram[7][7]$_DFFE_PP_ | data_out[7] | -130 | 3
after global routing | ram[7][2]$_DFFE_PP_ | data_out[2] | -200 | 3
## power groups by stage
stage / clock network [mW] / logic [mW] / registers, mW
4_1_cts: 1.13 / 0.278 / 1.70
5_1_grt: 1.18 / 0.305 / 1.71
6_report: 1.10 / 0.280 / 1.70
## routing by layer
layer  up-vias  part of all wire (%)  routed length [um]  GRT usage, %
li1        610                     -                   -             -
met1       643                    40                1980          17.8
met2        82                    45                2210          19.1
met3         9                    13                 652          7.82
met4         0                   1.3                  63          1.28
met5         -                     0                   0             0
## what timing repair did
action	in CTS	in global routing
setup endpoints to repair	8	8
pin swaps	5	3
hold buffers	0	0
cloned	1	0
resized	52	3
setup buffers	12	0
## worst min-delay path, stage by stage
cell	delay, ps
sky130_fd_sc_hd__buf_6	80
sky130_fd_sc_hd__buf_8	110
sky130_fd_sc_hd__buf_6	140
sky130_fd_sc_hd__nor3_1	70
sky130_fd_sc_hd__buf_4	140
## cell usage in the layout, fill, tap and decap left out, types with 3 or more instances in the layout
master and n:
sky130_fd_sc_hd__edfxtp_1 64, sky130_fd_sc_hd__buf_4 25, sky130_fd_sc_hd__mux4_2 12, sky130_fd_sc_hd__buf_2 10, sky130_fd_sc_hd__clkbuf_8 9, sky130_fd_sc_hd__clkdlybuf4s50_1 9
sky130_fd_sc_hd__mux2_4 7, sky130_fd_sc_hd__nor2_1 6, sky130_fd_sc_hd__buf_6 5, sky130_fd_sc_hd__nand2_1 4, sky130_fd_sc_hd__buf_12 4, sky130_fd_sc_hd__clkinv_2 3
Power is estimated from default activity; no workload was simulated.
